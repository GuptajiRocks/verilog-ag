$ cat flow/config.mk
export PLATFORM = sky130hd
export DESIGN_NAME = quesfour
export DESIGN_NICKNAME = quesfour
export VERILOG_FILES = /design/flow/design.v
export SDC_FILE = /design/flow/constraint.sdc
export NUM_CORES = 4
export LEC_CHECK = 1
export CORE_AREA = 10 10 70 70
export DIE_AREA = 0 0 80 80
$ cat flow/constraint.sdc
current_design quesfour

set clk_period 1.0
set clk_io_pct 0.2

create_clock -name clk0 -period $clk_period

set non_clock_inputs [all_inputs -no_clocks]
set_input_delay [expr $clk_period * $clk_io_pct] -clock clk0 $non_clock_inputs
set_output_delay [expr $clk_period * $clk_io_pct] -clock clk0 [all_outputs]
$ cat flow/design.v
module quesfour (
  input D7,
  input D6,
  input D5,
  input D4,
  input D3,
  input D2,
  input D1,
  input D0,
  output reg [2:0] Y
);
  always @(*) begin
    Y = 3'b000;
    if (D7) begin
      Y = 3'b111;   
    end else if (D6) begin
      Y = 3'b110;
    end else if (D5) begin
      Y = 3'b101;
    end else if (D4) begin
      Y = 3'b100;
    end else if (D3) begin
      Y = 3'b011;
    end else if (D2) begin
      Y = 3'b010;
    end else if (D1) begin
      Y = 3'b001;
    end else if (D0) begin
      Y = 3'b000;   
    end
  end
endmodule
$ cat flow/run.sh
#!/bin/bash
# OpenROAD 26Q1-2900-gdf79404cd8, Yosys 0.63+post, stock flow scripts
make -C /OpenROAD-flow-scripts/flow DESIGN_CONFIG=/design/flow/config.mk WORK_HOME=/design/flow/orfs finish
==> impl_metrics.sql <==
-- implementation run metrics
INSERT INTO impl_metrics (metric_group, metric, value, unit) VALUES
('drt', 'vias_per_cell', '1.60', ''),
('min_path', 'hold_worst_path_end', 'Y[0]', ''),
('timing', 'final.min_clock_period', '940', 'ps'),
('drt', 'antenna-diode-count', '0', ''),
('min_path', 'worst_hold_startpoint', 'D4', ''),
('power_and_ir_drop', 'max-vdd-ir-drop', '0.0223', 'mV'),
('cells_and_area', 'area.growth.synth_to_final', '311', '%'),
('cells_and_area', 'finalCoreUtilization', '5.42', '%'),
('timing', 'hold_viol', '0', ''),
('setup_path', 'cp-start-kind', 'primary input', ''),
('cells_and_area', 'stdcell_count', '67', ''),
('floorplanning', 'ports_placed_on_the_boundary', '11', ''),
('synth', 'synth_area_per_cell', '4.50', 'um2'),
('cells_and_area', 'fillCellCount', '409', ''),
('run', 'timing.max_cap.violations', '0', ''),
('synth', 'postSynthSeqShare', '0', '%'),
('power_and_ir_drop', 'power.static_leakage', '0.0651', 'nW'),
('floorplanning', 'die_height', '80', 'um'),
('timing', 'finalSetupViolations', '0', ''),
('timing', 'max_slew.worst_pin.slew', '183', 'ps'),
('floorplanning', 'design.core.area', '3420', 'um2'),
('placement', 'place.gp.congestion', '0.810', ''),
('placement', 'port_buffers', '10', ''),
('timing', 'sum_neg_setup_slack', '0', 'ps'),
('drt', 'wirelength', '290', 'um'),
('setup_path', 'critPathMaxFanout', '2', ''),
('floorplanning', 'std_cell_rows', '21', ''),
('setup_path', 'timing.critical_path.required', '800', 'ps'),
('global_routing', 'total_congestion_overflow_after_global_routing', '0', ''),
('cts', 'cts_hold_buffers', '0', ''),
('cells_and_area', 'finish.instance_area', '185', 'um2'),
('timing', 'grt_setup_unrepaired', 'yes', ''),
('setup_path', 'worstPathArrival', '740', 'ps'),
('timing', 'finalHoldWorstSlack', '669', 'ps'),
('power_and_ir_drop', 'power.total', '42.1', 'uW'),
('drt', 'vias', '107', ''),
('global_routing', 'antenna_found_initial', '0', ''),
('min_path', 'min_path_type', 'primary input to output pin', ''),
('drt', 'detail_route.drc_violations', '0', ''),
('cells_and_area', 'sequential_cell_area', '0', 'um2'),
('global_routing', 'grt_start_max_net_pins', '4', ''),
('floorplanning', 'die_width', '80', 'um'),
('power_and_ir_drop', 'pwr_density_cell', '227', 'nW/um2'),
('placement', 'setup_slack_at_placement', '-620', 'ps'),
('synth', 'ys_chip_area', '45.0', 'um2'),
('cells_and_area', 'nFlopsAndLatches', '0', ''),
('placement', 'place.detailed.instances', '66', ''),
('synth', 'syn_area', '45.0', 'um2'),
('synth', 'yosysWarnings', '1', ''),
('run', 'stage_log_warnings', '34', ''),
('global_routing', 'global_route_wire_length_before_repair', '393', 'um'),
('timing', 'fmaxAchievable', '1.06', 'GHz'),
('placement', 'dpl-instance-area', '203', 'um2'),
('setup_path', 'critical_path_end_type', 'output pin', ''),
('drt', 'initialDrtViolationCount', '0', ''),
('min_path', 'whs_path_depth', '3', ''),
('floorplanning', 'dieArea', '6400', 'um2'),
('timing', 'postLayoutSetupSlackWorst', '59.9', 'ps'),
('floorplanning', 'fp-utilization', '1.32', '%'),
('drt', 'average_detailed_routed_wire_length_per_instance', '4.33', 'um'),
('timing', 'max_slew_margin', '87.7', '%'),
('setup_path', 'path_class', 'primary input to output pin', ''),
('synth', 'synth_cell_type_count', '7', ''),
('cells_and_area', 'clock_buffer_count', '0', ''),
('outcome', 'status', 'finished clean', ''),
('cells_and_area', 'final_layout_size_suffix_gt1_share', '42.9', '%'),
('drt', 'drt-pass1-iter-count', '1', ''),
('drt', 'antenna_left', '0', ''),
('timing', 'fin_max_slew_vios', '0', ''),
('global_routing', 'first_global_vias', '95', ''),
('global_routing', 'grtUsageTotal', '0.716', '%'),
('synth', 'synth_instances', '10', ''),
('synth', 'yosysCellCount', '10', ''),
('timing', 'min_period_over_period', '94.0', '%');
[timing repair]
item                                    in CTS  in global routing
endpoints found under the setup margin       3                  3
pin swaps                                    7                  4
gates resized                               32                  2
buffers inserted                             1                  0
[critical path, cell delays in order]
cell and delay [ps]:
clkdlybuf4s15_1 180, a21oi_1 40, o31ai_1 180, buf_2 130
[cell usage in the layout, fill, tap and decap left out]
cell type,instances
o31ai_1,1
buf_2,6
nand2_1,2
buf_4,1
inv_1,1
o21ai_1,1
clkdlybuf4s15_1,4
a21oi_1,2
nor2_2,2
clkinv_1,1
[report_power, final]
group	internal [mW]	switching, mW
Combinational	0.0258	0.0163
Clock	0	0
Sequential	0	0
[logic make-up after synthesis]
group                  synth area share, %
and+or+nand+nor                       33.3
AOI/OAI and AO/OA                     50.0
buffers and inverters                 16.7
[synthesized netlist by cell type]
cell | number | share of area, %
a21oi_1 | 2 | 22
clkinv_1 | 1 | 8.3
inv_1 | 1 | 8.3
nand2_1 | 2 | 17
nor2_1 | 2 | 17
o21ai_0 | 1 | 11
o31ai_1 | 1 | 17
[how the worst max path moves through the flow]
| stage | slack (ps) | endpoint | startpoint |
|---|---|---|---|
| 4_1_cts | 0.8 | Y[2] | D6 |
| 5_1_grt | -20 | Y[0] | D1 |
| 6_report | 60 | Y[0] | D3 |
[area by class of cell]
class / instances / area, um2 / area share [%]
inverters: 2 / 7.51 / 4.05
well taps: 46 / 57.6 / 31.1
multi-input cells: 8 / 42.5 / 23.0
repair buffers: 11 / 77.6 / 41.9
[layer usage]
| layer | global-route usage (%) | routed length, um |
|---|---|---|
| met3 | 0.568 | 72 |
| met5 | 0 | 0 |
| met1 | 1.12 | 163 |
| met4 | 0 | 0 |
| met2 | 0.722 | 54 |
No activity file was given, so power comes from the tool's default toggle rates.
